==> ./design.v <==
`timescale 1ns / 1ps
module XYStateMachine(clk, reset, S7, J, x, y, display);
input clk, reset;
input [31:0] S7, J;
reg [1:0] State, nextState;
reg [31:0] address;
output reg [31:0] x, y;
output reg display;
always @(posedge clk) begin
if(reset) begin
State <= 2'b00;
end
else begin
State <= nextState;
end
end
always @(State) begin
case(State)
2'b00: begin
address <= (S7-12)/4;
x <= 0;
y <= 0;
display <= 0;
nextState <= 2'b01;
end
2'b01: begin
if(address[31:31] == 0 && address != 0)
nextState <= 2'b10;
else if (address[31:31] == 1 || address == 0)
nextState <= 2'b11;
end 
2'b10: begin
address <= address - J;
y = y + 1;
nextState <= 2'b01;
end
2'b11: begin
address = address + J;
x = address;
display <= 1;
nextState <= 2'b00;
end
endcase
end
endmodule
==> ./run.sh <==
#!/bin/bash
# OpenROAD 26Q1-2900-gdf79404cd8, Yosys 0.63+post, stock flow scripts
make -C /OpenROAD-flow-scripts/flow DESIGN_CONFIG=/design/flow/config.mk WORK_HOME=/design/flow/orfs finish
==> ./config.mk <==
export PLATFORM = sky130hd
export DESIGN_NAME = XYStateMachine
export DESIGN_NICKNAME = XYStateMachine
export VERILOG_FILES = /design/flow/design.v
export SDC_FILE = /design/flow/constraint.sdc
export NUM_CORES = 4
export LEC_CHECK = 1
export CORE_UTILIZATION = 50
==> ./constraint.sdc <==
current_design XYStateMachine

set clk_period 2.5
set clk_io_pct 0.2

create_clock -name clk0 -period $clk_period [get_ports {clk}]

set non_clock_inputs [all_inputs -no_clocks]
set_input_delay [expr $clk_period * $clk_io_pct] -clock clk0 $non_clock_inputs
set_output_delay [expr $clk_period * $clk_io_pct] -clock clk0 [all_outputs]
==> notes.md <==
impl run done, here's what came out: pre-CTS setup slack around 0.76 ns, CTS tree done, Mean Syn Cell Area approximately 7.3 um2, cycle use final between 60% and 70%, initial antenna violation count 0, post-synthesis to final-layout area growth 21.33%, Hold Vio Cnt, Final 0, Final ANT Viol Nets 0, status finished clean, Seq. cell area 1526 um2, vias in the first global route approximately 6.2k, register pins left without a clock slightly below 100, Max-Cap Viols 0, Clk pin slew, worst setup/hold paths ~0.030 ns, first-pass GRT wire length about 34,000 um, Tmin final 1.741 ns, YS warnings between 90 and 100, count of library flops with an enable pin 0, DRT iter0 DRCs approximately 600, worst path buffer plus inverter count 2, final setup fails 0, most common logic cells in the final layout 128 x clkdlybuf4s50_1, 116 x nor2_1, 99 x dlxtn_1, 77 x a21oi_1, 69 x ha_1, CP required about 2.7 ns, global route overflow 0, Comb area between 4000 and 5000 um2, yosys adder share a little over an eighth, final core utilization between 60% and 70%, endpoints left unconstrained about 160, area fraction in xor and xnor cells 12.18%, critical path type reg -> reg, Antenna diodes 0, cts hold-fix bufs 0, Floorplan Utilization 51.72%, worst-margin pin slew between 0.8 and 0.9 ns, CP Max Fanout 34, pin count of the biggest net entering global routing 37, Synth cell types around 69, Main logic family AND-OR/OR-AND gates, Synth Flop Type dlxtn_1, die width 119.5 um, gr usage total 30.32%, Worst EP arrival roughly 1.9 ns, Synth async-reset ratio 0%, unrepaired setup endpoints after global routing no, fmax around 0.57 GHz, CP max-delay cell buf_4, Startpoint Class register, DR DRC count 0, Hold Crit Class in -> reg, Cell Area, Synth just under 7000 um2, normalized max-slew margin approximately 42%, maximum vdd drop between 0.1 and 0.15 mV, Log Warnings 64, Synth flops 101, wire per inst ~18 um, setup tns final 0 ns, via count between 7k and 8k, deepest clock path buffer count 2, Basic Gates by Area between 20% and 30%, Die H 119.5 um, area fraction in compound gates between 20% and 30%, CP cell instances inv_1 -> ha_1 -> buf_4 -> mux2i_1 -> dlxtn_1 -> nor2b_1, final RePlAce weighted congestion roughly 0.96, routed wire length about 21,000 um, most common logic cell in the routed design clkdlybuf4s50_1, core area approximately 13,000 um2, Placed Area between 8000 and 9000 um2, CTS H-Tree Depth 1, # resized after CTS 0, fillers ~1.2k, slowest stage delay, CP between 0.3 and 0.4 ns, hpwl dp between 15,000 and 20,000 um, # rows roughly 42, # Cells Yosys about 940, chip area about 14,000 um2, mux frac, synth less than 1%, clk root buf clkbuf_16, PD cells between 150 and 200 nW/um2, cell count after synthesis between 900 and 1k, PortBufs 128, synthesis area per yosys 6904 um2, total iterations of the first detailed-routing run 6, num ports 131, Leak about 3.4 nW, worst setup margin about 0.76 ns, Post-CTS Setup Repair Bufs 0, CP Capture Type register, Via density 5.774, Num CTS Buffers 3, layout cell share with drive strength beyond 1 under 10%, design area ~8400 um2, fin. max-slew vios 0, kind of cell adding the most delay to the critical path buffers and inverters
## worst register-to-register path, delay by kind of cell (launching register included)
family	cells	cell delay [ns]
adder cells (fa/ha/maj)	1	0.16
buffers and inverters	2	0.47
flip-flops	1	0.32
latches	1	0.35
multiplexers	1	0.26
AND/OR/NAND/NOR	1	0.12
## registers in the layout, indices dropped and copies added (netlist names)
signal / cells
nextState: 2
x: 32
display: 1
address: 32
y: 32
State: 2
## cells in the mapped netlist (all sizes together), types with 3 or more instances
cell type	instances	area, um2
xnor2	64	560.5
a221oi	4	35.03
o211ai	8	60.06
nand4	13	81.33
a21boi	4	30.03
nor4	19	125.1
dlxtn	99	1490
xor2	32	280.3
inv	66	247.7
a21oi	77	385.4
buf	7	28.78
and2	7	43.79
or4	9	71.32
nand2	55	206.5
o21bai	13	97.59
clkinv	3	11.26
a221o	17	170.2
o221ai	5	43.79
ha	69	863.3
nand4b	3	26.28
nor3	18	95.09
and3	7	43.79
nor2b	7	43.79
nand3	29	145.1
o21ai	39	195.2
a21o	6	45.04
nand2b	8	50.05
or2	5	36.29
a2111oi	4	35.03
o311ai	3	26.28
a211o	5	43.79
nor2	116	435.4
o31ai	13	97.59
mux2i	5	50.05
or3	11	78.82
o21a	6	45.04
a211oi	7	52.55
a31oi	7	43.79
clkbuf	35	131.4
o22ai	6	37.54
## final cells by class
cell class                      count  share of cell area, %
Clock buffer                        3                 0.8962
Inverter                           69                  3.092
Multi-Input combinational cell    731                  59.24
Sequential cell                   101                  18.22
Tap cell                          176                  2.629
Timing Repair Buffer              135                  15.92
## power breakdown
part | total (mW) | switching (mW) | internal, mW
logic | 1.02 | 0.587 | 0.435
registers | 0.161 | 0.0201 | 0.141
clock network | 0.241 | 0.0370 | 0.204
## logic make-up after synthesis
logic type	count (synthesis)
other cells	1
simple gates	314
compound gates	243
flops	2
latches	99
mux	5
fa+ha+maj	71
buf+inv	111
xor+xnor	96
## routing by layer
metal	global-route usage (%)	wire [um]
met1	47.88	10190
met2	47.72	9627
met3	1.359	1331
met4	3.750	267
met5	0	0
## per-stage QoR
step,hold WS (ns),power [mW],instances
detailed placement,1.068,1.159,1212
finish,0.8507,1.423,1215
CTS,0.8426,1.410,1215
global placement,1.061,1.162,1212
floorplan,0.5716,0.8146,943
global route,0.8931,1.529,1215
## final timing paths
kind              startpoint       end  slack [ns]  cells after the start
setup reg to reg    State[1]  State[0]        0.76                      6
setup / recovery    State[1]  State[0]        0.76                      6
hold / removal         reset  State[0]        0.85                      2
Power figures rest on the tool's default switching activity, not on a simulated workload.
