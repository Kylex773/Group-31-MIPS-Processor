--- flow/design.v ---
`timescale 1ns / 1ps
module RegisterFile(ReadRegister1, ReadRegister2, WriteRegister, WriteData, RegWrite, Clk, ReadData1, ReadData2);
	input [4:0] ReadRegister1, ReadRegister2, WriteRegister;
    input RegWrite;
    output reg [31:0] ReadData1, ReadData2;
    input [31:0] WriteData;
    input Clk;
    reg [31:0] RegFile [0:31];
	initial begin
	RegFile[0] = 0;
	end
    always @(posedge Clk) begin
        if (RegWrite==1) begin
         RegFile[WriteRegister] <= WriteData;
        end
    end
   always @(negedge Clk) begin
         ReadData1 <= RegFile[ReadRegister1];
         ReadData2 <= RegFile[ReadRegister2];
   end
endmodule
--- flow/run.sh ---
#!/bin/bash
# OpenROAD 26Q1-2900-gdf79404cd8, Yosys 0.63+post, stock flow scripts
make -C /OpenROAD-flow-scripts/flow DESIGN_CONFIG=/design/flow/config.mk WORK_HOME=/design/flow/orfs finish
--- flow/config.mk ---
export PLATFORM = sky130hd
export DESIGN_NAME = RegisterFile
export DESIGN_NICKNAME = RegisterFile
export VERILOG_FILES = /design/flow/design.v
export SDC_FILE = /design/flow/constraint.sdc
export NUM_CORES = 4
export LEC_CHECK = 1
export CORE_UTILIZATION = 30
--- flow/constraint.sdc ---
current_design RegisterFile

set clk_period 8.3
set clk_io_pct 0.2

create_clock -name clk0 -period $clk_period [get_ports {Clk}]

set non_clock_inputs [all_inputs -no_clocks]
set_input_delay [expr $clk_period * $clk_io_pct] -clock clk0 $non_clock_inputs
set_output_delay [expr $clk_period * $clk_io_pct] -clock clk0 [all_outputs]
==> impl_metrics.py <==
# Metrics from the implementation run
metrics = {
    "synth": {
        "yosysSeqAreaShare_pct": 64.0,
        "ys_top_logic_family": "multiplexers",
        "netlist_instances": 3451,
        "synth_flops": 1088,
        "ys_sh_xor_pct": 0,
        "synth.avg_cell_area_um2": 14.5,
        "ys.warnings.count": 1,
        "aoi_share_pct": 7.84,
        "synth.distinct_cells": 25,
        "adder_share_pct": 0,
        "ys_sh_simple_pct": 4.59,
        "yosys-stat-cells": 3451,
        "yosys-stat-area_mm2": 0.0501,
        "muxShareOfSynthArea_pct": 20.5,
        "netlist_area_mm2": 0.0501,
    },
    "timing": {
        "skew_ns": 0.0229,
        "max_slew.worst_pin.slew_ns": 0.986,
        "hold_ws_ns": 1.78,
        "setup_viol": 0,
        "slew_violations": 0,
        "relSlewSlack_pct": 34.1,
        "rsz0062_at_grt": "no",
        "hold_viol": 0,
        "finalSetupTns_ns": 0,
    },
    "route": {
        "vias": 31700,
        "drt_iter0_drc": 2276,
        "viasPerCell": 5.32,
        "drc_errors": 0,
        "ant_nets": 0,
        "first_pass_iters": 23,
        "wl_per_cell_um": 26.8,
        "wl_mm": 160,
    },
    "status": {
        "outcome": "completed",
    },
    "job": {
        "drv_cap": 0,
        "warnings": 90,
    },
    "clock_tree": {
        "postCtsSetupRepairBufs": 0,
        "ctsHoldBuffers": 0,
        "cts_resized": 0,
        "numCtsBuffers": 114,
        "clk_pin_slew_ns": 0.06,
        "clockBufferDepth": 3,
        "cts_tree": "yes",
        "cts_htree_levels": 3,
        "cts_root_buffer": "clkbuf_16",
        "clock-sinks": 1088,
        "clkLatencyLatePin_ns": 0.70,
    },
    "global_routing": {
        "grt_pass1_wl_mm": 226,
        "grt_pass1_vias": 32800,
        "grt_busiest_layer": "met2",
        "grt-ovfl-total": 0,
        "grt.met2_usage_pct": 28.3,
        "grt_max_degree": 66,
        "antenna_found_initial": 11,
        "grt_use_met3_pct": 14.3,
        "track_usage_pct": 19.7,
        "use_met1_pct": 24.5,
    },
    "setup_path": {
        "critPathTopFamily": "flip-flops",
        "cp_num_buf_inv": 1,
        "crit_type": "flop to output port",
        "r2r_cells": 5,
        "cp.depth": 1,
        "path_cells": "clkdlybuf4s50_1",
        "critPathArrivalTime_ns": 5.91,
        "cp_max_fo": 1,
        "endpoint_kind": "output port",
        "slowest_stage": "dfxtp_1",
        "timing.critical_path.from": "ReadData2[7]",
        "cp_data_required_time_ns": 6.64,
        "cpPeakStageDelay_ns": 0.54,
        "startpoint_type": "flop",
        "r2r-start": "RegFile[0][1]",
        "rrSetupSlack_ns": 2.73,
        "r2r-end": "ReadData1[1]",
    },
    "min_path": {
        "hold_path.class": "input pin to flop",
        "min-delay-start": "WriteData[5]",
        "hold_path_depth": 2,
        "min_to": "RegFile[19][5]",
    },
    "power": {
        "fin_total_pwr_mw": 12.4,
        "ir_drop_uv": 170,
        "power.leakage_nw": 21.7,
        "p_per_area_mw_per_mm2": 211,
    },
    "floorplan": {
        "rows": 149,
        "ios": 113,
        "dieHeight_um": 411,
        "die-width_um": 411,
        "fp-utilization_pct": 30.3,
        "dieArea_mm2": 0.169,
        "core_mm2": 0.165,
    },
    "final_layout": {
        "layout-drive-gt1-share_pct": 10.6,
        "stdcell_area_mm2": 0.0587,
        "n_fill_cell": 15400,
        "fin_util_pct": 35.5,
        "logic_area_mm2": 0.0168,
        "register_area_mm2": 0.0320,
        "syn2layout_area_growth_pct": 17.3,
    },
    "placement": {
        "gp_congestion": 0.868,
        "dpl_cell_area_mm2": 0.0548,
        "dp_hpwl_mm": 91.6,
        "portBuffers": 112,
    },
}
[layout make-up]
cell class	count	area share, %
clock buffer	157	5.58
sequential	1088	54.6
antenna	4	0.0170
clock inverter	123	1.11
timing repair buffer	297	5.51
multi-input combinational	2109	28.6
tap	2189	4.66
[placed cells by master (no fill, tap or decap), drive strengths merged]
master         instances
edfxtp              1024
mux2i               1024
nand2                195
nand3                194
a22oi                192
a21oi                192
buf                  187
clkbuf               157
a22o                 128
clkdlybuf4s50        110
inv                   79
dfxtp                 64
nor3                  64
a31oi                 64
nor2                  35
clkinv                29
clkinvlp               9
bufinv                 6
nand3b                 5
diode                  4
nor2b                  4
nand2b                 4
or3b                   3
and2                   2
or2                    2
or3                    1
[per-stage QoR]
stage          setup slack (ns)  instances
3_5_place_dp              0.229       5684
3_3_place_gp              0.231       5684
5_1_grt                   0.615       5963
2_1_floorplan              1.29       3451
6_report                  0.727       5967
4_1_cts                   0.671       5963
[cells in the mapped netlist]
cell	number	area [µm²]
edfxtp_1	1024	30700
mux2i_1	1024	10200
nand2_1	195	732
nand3_1	194	971
a21oi_1	192	961
a22oi_1	192	1440
a22o_1	128	1120
clkbuf_1	84	315
buf_2	69	345
a31oi_1	64	400
dfxtp_1	64	1280
nor3_1	64	320
buf_4	47	353
buf_6	45	507
nor2_1	35	131
nand3b_1	5	37.5
buf_1	4	15.0
clkbuf_4	4	30.0
nand2b_1	4	25.0
nor2b_1	4	25.0
or3b_2	3	26.3
and2_1	2	12.5
or2_2	2	12.5
inv_1	1	3.75
or3_1	1	6.26
[per-layer routing]
metal | vias up | share of wire, %
met3 | 254 | 17
met2 | 1749 | 44
met5 | - | 0.22
met1 | 15600 | 37
met4 | 28 | 2.3
li1 | 14100 | -
[state kept, by name, summed over array words and instances, names as in the netlist]
| name | cells |
|---|---|
| ReadData2 | 32 |
| ReadData1 | 32 |
| RegFile | 1024 |
[where the power goes]
| group | leakage [nW] | internal [mW] | total [mW] | switching (mW) |
|---|---|---|---|---|
| registers | 9.76 | 6.11 | 6.18 | 0.0753 |
| logic | 9.72 | 0.442 | 1.07 | 0.631 |
| clock network | 2.17 | 2.95 | 5.11 | 2.17 |
[cells by family (layout without fill, tap and decap cells)]
logic type,count (synthesis),in the layout
AND-OR/OR-AND,576,576
AND/OR/NAND/NOR,509,509
buffers and inverters,254,577
multiplexers,1024,1024
flip-flops,1088,1088
other,0,4
[worst max-delay path by stage]
stage	end
4_1_cts	ReadData2[7]
5_1_grt	ReadData2[7]
6_report	ReadData2[7]
Power is estimated from default activity; no workload was simulated.
